==> flow/design.v <==
module registers (
    	input clk, rst,
    	input pc_inc,
    	input [7:0] data_in,
    	output reg [7:0] data_out,
    	output reg [7:0] addr_reg
);
    	reg [7:0] pc;
    	reg [7:0] w_reg;
    	always @(posedge clk or posedge rst) begin
    	    	if (rst) begin
            		pc <= 8'b00000000;
            		w_reg <= 8'b00000000;
            		addr_reg <= 8'b00000000;
        	end else begin
            		if (pc_inc) pc <= pc + 1;
            		addr_reg <= pc;
            		data_out <= w_reg;
        	end
    	end
endmodule
==> flow/run.sh <==
#!/bin/bash
# OpenROAD 26Q1-2900-gdf79404cd8, Yosys 0.63+post, stock flow scripts
make -C /OpenROAD-flow-scripts/flow DESIGN_CONFIG=/design/flow/config.mk WORK_HOME=/design/flow/orfs finish
==> flow/config.mk <==
export PLATFORM = sky130hd
export DESIGN_NAME = registers
export DESIGN_NICKNAME = registers
export VERILOG_FILES = /design/flow/design.v
export SDC_FILE = /design/flow/constraint.sdc
export NUM_CORES = 4
export LEC_CHECK = 1
export CORE_AREA = 10 10 86 86
export DIE_AREA = 0 0 96 96
==> flow/constraint.sdc <==
current_design registers

set clk_period 1.5
set clk_io_pct 0.2

create_clock -name clk0 -period $clk_period [get_ports {clk}]

set non_clock_inputs [all_inputs -no_clocks]
set_input_delay [expr $clk_period * $clk_io_pct] -clock clk0 $non_clock_inputs
set_output_delay [expr $clk_period * $clk_io_pct] -clock clk0 [all_outputs]
==> reports/summary.log <==
qor: power_and_ir_drop.leakagePower 0.367 nW
qor: hold_path.hold_path.class in -> async
qor: placed_design.placement.cell_area 781 um2
qor: detailed_routing.finalWirelength 1.08 mm
qor: sta.final_period_util 0.901
qor: power_and_ir_drop.vdd_ir_drop_max 0.397 mV
qor: power_and_ir_drop.power_density 1720 nW/um2
qor: yosys.synth_area_per_cell 13.8 um2
qor: clock_tree.cts_setup_buffers 0
qor: detailed_routing.routed_wire_length_per_instance 8.25 um
qor: floorplanning.chip_height 96 um
qor: yosys.main_area_contributors_after_synthesis sky130_fd_sc_hd__dfrtp_1 (66%), sky130_fd_sc_hd__buf_4 (9.9%), sky130_fd_sc_hd__xnor2_1 (5.7%), sky130_fd_sc_hd__xor2_1 (4.3%), sky130_fd_sc_hd__ha_1 (2.1%)
qor: sta.final.hold.worst_slack 0.356 ns
qor: worst_setup_path.cpPeakStageDelay 0.47 ns
qor: clock_tree.cts_resized 0
qor: worst_setup_path.worst-endpoint-arrival 1.05 ns
qor: yosys.seq_area_frac_synth 0.657
qor: worst_setup_path.timing.critical_path.slowest_stage_cell sky130_fd_sc_hd__clkdlybuf4s50_1
qor: clock_tree.cts_tree yes
qor: grt.grt_pass1_wl 1.81 mm
qor: detailed_routing.post-route-drc-count 0
qor: detailed_routing.post_drt_via_cell_ratio 2.53
qor: layout.fin_util 0.151
qor: grt.largest_net_degree_at_the_start_of_global_routing 17
qor: clock_tree.cts.hold.buffers_added 0
qor: yosys.ys.flops 16
qor: placed_design.dp_cells 127
qor: clock_tree.insertion_delay 0.24 ns
qor: sta.report.final.slew_viol_count 0
qor: worst_setup_path.worstPathMaxFanout 1
qor: clock_tree.clock-root-buffer sky130_fd_sc_hd__clkbuf_8
qor: sta.setup_ws 0.149 ns
qor: floorplanning.die_outline_area 9220 um2
qor: grt.total_global_routing_track_utilization 0.0255
qor: yosys.synth_cell_types 14
qor: layout.nFillCells 624
qor: yosys.post-synth-top-area-fraction 0.657
qor: detailed_routing.first_iter_violations 25
qor: status.status finished, final reports clean
qor: placed_design.place_congestion 0.736
qor: grt.grt.overflow.total 0
qor: yosys.synthCells 44
qor: sta.finalWorstPathRequiredPeriod 1.35 ns
qor: yosys.yosys-stat-area 609 um2
qor: sta.rsz0062_at_grt no
qor: clock_tree.tritoncts.num_buffers 3
qor: layout.final_area 836 um2
qor: worst_setup_path.cp-start-kind flop
qor: detailed_routing.detailroute.via_count 331
qor: floorplanning.core.rowCount 27
qor: floorplanning.coreArea 5540 um2
qor: layout.layout-drive-gt1-share 0.153
qor: clock_tree.cts.sink_count 16
qor: worst_setup_path.cpLargestDelayFamily buffers and inverters
qor: worst_setup_path.worst-endpoint-required 1.20 ns
qor: sta.tns 0 ns
qor: placed_design.dp_worst_setup_slack 0.0863 ns
qor: sta.fin_worst_skew 0.00136 ns
qor: worst_setup_path.worstSetupEndpointType output pin
qor: clock_tree.ctsHtreeMaxLevel 1
qor: detailed_routing.final_ant_viol_nets 0
qor: grt.grt_pass1_vias 381
qor: placed_design.portBuffers 10
qor: floorplanning.fp-utilization 0.110
qor: yosys.ys.warnings.count 1
qor: clock_tree.path_clk_slew 0.06 ns
qor: detailed_routing.antenna_cells 0
qor: worst_setup_path.path_buffers 1
qor: layout.area_growth_syn_to_layout 37.2%
qor: power_and_ir_drop.report.power.total 1.44 mW
qor: sta.max_clock_freq 740 MHz
qor: detailed_routing.number_of_search_and_repair_iterations_in_the_first_detailed_routing_pass 3
qor: flow_run.warning_count 33
qor: worst_setup_path.path_cells clkdlybuf4s50_1
qor: placed_design.half_perimeter_wire_length_after_placement 813 um
qor: flow_run.cap_violations 0
qor: floorplanning.dieWidth 96 um
qor: layout.final-instance-count-excl-fill 131
qor: yosys.synth_area 609 um2
qor: grt.antenna_violations_before_repair 0
qor: sta.setup_viol 0
qor: clock_tree.cts-root-to-sink-buffers 2
qor: floorplanning.design.portCount 27
qor: yosys.post-synth-top-area-cell sky130_fd_sc_hd__dfrtp_1
qor: yosys.ys_cells 44
qor: sta.finalHoldViolCount 0
qor: worst_setup_path.criticalPathCategory reg -> out
[path summary, 6_finish.rpt]
path	to	cells past startpoint	start	slack [ns]
max in group asynchronous	addr_reg[5]	3	rst	0.97
max	addr_reg[4]	1	addr_reg[4]	0.15
min	addr_reg[0]	3	rst	0.36
max reg2reg	pc[1]	2	pc[0]	0.40
min in group clk0	addr_reg[7]	0	pc[7]	0.40
min reg2reg	addr_reg[7]	0	pc[7]	0.40
[final cells by class]
class	count	area, um2	area share
Sequential cell	16	400	0.479
Multi-Input combinational cell	26	171	0.205
Tap cell	72	90.1	0.108
Timing Repair Buffer	12	115	0.138
Inverter	1	3.75	0.00449
Clock buffer	4	55.1	0.0659
[synth_stat cells]
master,instances
sky130_fd_sc_hd__xor2_1,3
sky130_fd_sc_hd__inv_1,1
sky130_fd_sc_hd__dfrtp_1,16
sky130_fd_sc_hd__ha_1,1
sky130_fd_sc_hd__nand4_2,1
sky130_fd_sc_hd__mux2_2,1
sky130_fd_sc_hd__and3_1,1
sky130_fd_sc_hd__conb_1,1
sky130_fd_sc_hd__nor3_2,1
sky130_fd_sc_hd__xnor2_1,4
sky130_fd_sc_hd__nand4_1,2
sky130_fd_sc_hd__buf_4,8
sky130_fd_sc_hd__nand2_1,3
sky130_fd_sc_hd__nor2_1,1
[power by group]
part	internal [mW]	total (mW)	switching [mW]
registers	0.607	0.746	0.139
logic	0.236	0.323	0.0868
clock network	0.232	0.369	0.136
[per-layer routing]
layer,up-vias,global-route usage,part of all wire
met4,0,0.00737,0.016
met3,2,0.0157,0.12
li1,156,-,-
met2,12,0.0432,0.49
met1,161,0.0256,0.37
met5,-,0,0
[kinds of logic (layout without fill, tap and decap cells)]
kind of cell,Yosys count,count (layout),synth area share
fa+ha+maj,1,1,0.0205
other cells,1,8,0.00615
buf+inv,9,17,0.105
mux,1,1,0.0185
simple gates,9,9,0.0924
xor+xnor,7,7,0.101
flops,16,16,0.657
[placed cells by master, fill, tap and decap left out, drive strengths merged]
cell type / n
nand4: 3
conb: 8
nand2: 3
nor2: 1
inv: 1
xor2: 3
buf: 2
and3: 1
dfrtp: 16
clkbuf: 4
ha: 1
nor3: 1
clkdlybuf4s50: 10
xnor2: 4
mux2: 1
Power and IR drop assume default switching activity.
